===== run.sh =====
#!/bin/bash
# OpenROAD 26Q1-2900-gdf79404cd8, Yosys 0.63+post, stock flow scripts
make -C /OpenROAD-flow-scripts/flow DESIGN_CONFIG=/design/flow/config.mk WORK_HOME=/design/flow/orfs finish

===== config.mk =====
export PLATFORM = sky130hd
export DESIGN_NAME = dec_bin_prio
export DESIGN_NICKNAME = dec_bin_prio
export VERILOG_FILES = /design/flow/design.v
export SDC_FILE = /design/flow/constraint.sdc
export NUM_CORES = 4
export LEC_CHECK = 1
export CORE_AREA = 10 10 70 70
export DIE_AREA = 0 0 80 80

===== constraint.sdc =====
current_design dec_bin_prio

set clk_period 1.0
set clk_io_pct 0.2

create_clock -name clk0 -period $clk_period

set non_clock_inputs [all_inputs -no_clocks]
set_input_delay [expr $clk_period * $clk_io_pct] -clock clk0 $non_clock_inputs
set_output_delay [expr $clk_period * $clk_io_pct] -clock clk0 [all_outputs]

===== design.v =====
module dec_bin_prio (
    input wire [0:7] i,
    output wire [0:2] o
);
assign o = i[7] ? 3'b111 :  
           i[6] ? 3'b110 :  
           i[5] ? 3'b101 :  
           i[4] ? 3'b100 :  
           i[3] ? 3'b011 :  
           i[2] ? 3'b010 :  
           i[1] ? 3'b001 :  
           3'b000 ; 
endmodule

==> flow_metrics.tcl <==
# metrics dict for downstream scripts
set metrics [dict create \
    fp_util_pct 1.32 \
    finalWorstSetupSlack_ps 45.3 \
    ir_drop_mv 0.0187 \
    combPwrFrac_pct 100.0 \
    hold_path.class "input port to primary output" \
    clkPwrFrac_pct 0 \
    status "completed" \
    n_antenna_cell 0 \
    ys_types 7 \
    aoi_share_pct 50.0 \
    path_max_fanout 2 \
    wl_per_cell_um 4.49 \
    ys_cells 10 \
    die.size.y_um 80 \
    max_slew_margin_pct 87.1 \
    drv_cap 0 \
    fin_tns_setup_ps 0 \
    drt.antenna.violating_nets 0 \
    first_pass_iters 2 \
    syn_area_per_cell_um2 4.50 \
    gp_congestion 0.798 \
    fin_crit_ps 955 \
    fp-row-count 21 \
    slew_viol_final 0 \
    grt_usage_pct 0.716 \
    p_sw_mw 0.0168 \
    die_w_um 80 \
    grt_first_pass_wirelength_um 393 \
    leakage_nw 0.0630 \
    yosysWarnings 0 \
    min_delay_path_depth 3 \
    worst_slew_pin_slew_ps 192 \
    nClkBuffers 0 \
    num_vias 106 \
    layout.cells.non_filler 67 \
    seqPwrFrac_pct 0 \
    muxShareOfSynthArea_pct 0 \
    dp.cells 66 \
    ys_seq_share_pct 0 \
    io_pins 11 \
    synth-adder-area-share_pct 0 \
    ys_area_um2 45.0 \
    crit_path_end_kind "primary output" \
    drc_errors 0 \
    grt_pass1_vias 92 \
    post_synth_instance_area_um2 45.0 \
    core_um2 3420 \
    cp.required_ps 800 \
    seq_cell_count 0 \
    clock.fmax_mhz 1050 \
    dpl_worst_slack_ps -643 \
    crit_arrival_ps 750 \
    powerDensity_nw_per_um2 232 \
    hold_path_end "o[2]" \
    drive_gt1_share_pct 47.6 \
    wl_um 301 \
    via_per_inst 1.58 \
    critPathKind "input port to primary output" \
    regArea_um2 0 \
    logic_area_um2 42.5 \
    antenna_found_initial 0 \
    cp-start-kind "input port" \
    design.die.area_um2 6400 \
    final_util_pct 5.24 \
    synthTopLogicFamily "AND-OR/OR-AND gates" \
    grt_start_max_net_pins 4 \
    drtIter0Drc 2 \
    setup_viol 0 \
    ys_sh_simple_pct 33.3 \
    fin_crit_sh_pct 95.5 \
    syn_to_final_growth_pct 297 \
    warning_count 33 \
    synthXorXnorAreaFrac_pct 0 \
    p_int_mw 0.0247 \
    hold_viol_final 0 \
    grt_overflow 0 \
    portBuffers 10 \
    sw_frac_of_total_pct 40.4 \
    rsz0062_at_grt "false" \
    syn_inst 10 \
    min_from "i[4]" \
    fillCellCount 413 \
]
## Yosys cell counts
cell,count,area (um2)
o31ai_1,1,7.51
nand2_1,2,7.51
inv_1,1,3.75
nor2_1,2,7.51
a21oi_1,2,10.0
o21ai_0,1,5.00
clkinv_1,1,3.75
## worst max path at each step
stage / start / endpoint / depth (start not counted)
4_1_cts: i[3] / o[2] / 4
5_1_grt: i[7] / o[0] / 4
6_report: i[7] / o[2] / 4
## worst max-delay path, cell delays in order
cell and delay [ps]:
dlygate4sd2_1 250, a21oi_1 110, o31ai_1 80, buf_2 110
## logic make-up (layout without fill, tap and decap cells)
family,Yosys count,after routing
buffers and inverters,2,13
AND-OR/OR-AND,4,4
AND/OR/NAND/NOR,4,4
## per-layer routing
| layer | GRT usage, % | wire length [um] | up-vias | share of wire, % |
|---|---|---|---|---|
| met3 | 0.568 | 85 | 0 | 28 |
| li1 | - | - | 55 | - |
| met2 | 0.722 | 52 | 10 | 17 |
| met5 | 0 | 0 | - | 0 |
| met4 | 0 | 0 | 0 | 0 |
| met1 | 1.12 | 163 | 41 | 54 |
## power groups by stage
stage / Clock [mW] / Sequential (mW) / Combinational (mW)
final: 0 / 0 / 0.0414
after global routing: 0 / 0 / 0.0453
after CTS: 0 / 0 / 0.0412
## area by class of cell
class | count | area share (%)
Inverter | 2 | 4.20
Multi-Input combinational cell | 8 | 23.8
Tap cell | 46 | 32.2
Timing Repair Buffer | 11 | 39.9
## placed cells by master (no fill, tap or decap), drive strengths merged
cell / n
dlygate4sd2: 1
buf: 7
clkbuf: 1
o21ai: 1
nor2: 2
clkinv: 1
clkdlybuf4s15: 2
o31ai: 1
a21oi: 2
nand2: 2
inv: 1
## metrics by stage
step / total power [mW] / cell area (um2) / hold slack [ps]
floorplan: 0.00898 / 45.0 / 434
global placement: 0.0520 / 203 / 1370
detailed placement: 0.0530 / 203 / 1370
CTS: 0.0412 / 181 / 668
global route: 0.0453 / 179 / 689
finish: 0.0414 / 179 / 677
## timing repair
| item | 4_1_cts | 5_1_grt |
|---|---|---|
| resized | 30 | 2 |
| gates cloned | 0 | 0 |
| pin swaps | 6 | 1 |
| hold buffers | 0 | 0 |
| setup buffers | 1 | 0 |
| endpoints found under the setup margin | 3 | 2 |
Power is estimated from default activity; no workload was simulated.
