==> design/flow/design.v <==
module sum_1_bit (
    input wire A,
    input wire B,
    input wire Cin,
    output wire S,
    output wire Cout
);
assign S = (!A)*(!B)*Cin + (!A)*B*(!Cin) + A*(!B)*(!Cin) + A*B*Cin;
assign Cout = A*B+((!A)*B+A*(!B))*Cin;
endmodule
module sub_1_bit (
    input wire A,
    input wire B,
    input wire Bin,
    output wire D,
    output wire Bout
);
assign D = (!A)*(!B)*Bin + (!A)*B*(!Bin) + A*(!B)*(!Bin) + A*B*Bin;
assign Bout = (!A)*(!B)*Bin + (!A)*B*(!Bin) + (!A)*B*Bin + A*B*Bin;
endmodule
module mux_8_1(
	input wire d0,
	input wire d1,
	input wire d2,
	input wire d3,
	input wire d4,
	input wire d5,
	input wire d6,
	input wire d7,
	input wire [0:2] opt,
	output reg o0  
);
	always @(d0 or d1 or d2 or d3 or d4 or d5 or d6 or d7 or opt)
	begin
		case(opt)
			3'b000 : o0=d0;
			3'b001 : o0=d1;
			3'b010 : o0=d2;
			3'b011 : o0=d3;
			3'b100 : o0=d4;
			3'b101 : o0=d5;
			3'b110 : o0=d6;
			3'b111 : o0=d7;
			default: o0=d0;
		endcase	
	end
endmodule
module alu_1_bit (
    input wire A,
    input wire B,
    input wire Cin,
    input wire [0:2]Op,
    output wire O,
    output wire Z,
    output wire P,
    output wire Cout
);
wire suma_s, suma_c_out, resta_d, resta_b_out;
wire and_ab, or_ab, not_a;
wire tmp_o, tmp_c_out;
assign and_ab = A & B;
assign or_ab = A | B;
assign not_a = ~A;
sum_1_bit sum_1_bit_0(
    .A(A),
    .B(B),
    .Cin(Cin),
    .S(suma_s),
    .Cout(suma_c_out)
);
sub_1_bit sub_1_bit_0(
    .A(A),
    .B(B),
    .Bin(Cin),
    .D(resta_d),
    .Bout(resta_b_out)
);
mux_8_1 mux_8_1_o(
    .d0(1'b0),
    .d1(suma_s),
    .d2(resta_d),
    .d3(1'b0),
    .d4(or_ab),
    .d5(and_ab),
    .d6(not_a),
    .d7(1'b0),
    .opt(Op),
    .o0(tmp_o)
);
mux_8_1 mux_8_1_c(
    .d0(1'b0),
    .d1(suma_c_out),
    .d2(resta_b_out),
    .d3(1'b0),
    .d4(1'b0),
    .d5(1'b0),
    .d6(1'b0),
    .d7(1'b0),
    .opt(Op),
    .o0(tmp_c_out)
);
assign O = tmp_o;
assign Cout = tmp_c_out;
assign P = tmp_o ^ 1'b0;
assign Z =  ~tmp_o;
endmodule
==> design/flow/run.sh <==
#!/bin/bash
# OpenROAD 26Q1-2900-gdf79404cd8, Yosys 0.63+post, stock flow scripts
make -C /OpenROAD-flow-scripts/flow DESIGN_CONFIG=/design/flow/config.mk WORK_HOME=/design/flow/orfs finish
==> design/flow/config.mk <==
export PLATFORM = sky130hd
export DESIGN_NAME = alu_1_bit
export DESIGN_NICKNAME = alu_1_bit
export VERILOG_FILES = /design/flow/design.v
export SDC_FILE = /design/flow/constraint.sdc
export NUM_CORES = 4
export LEC_CHECK = 1
export CORE_AREA = 10 10 70 70
export DIE_AREA = 0 0 80 80
==> design/flow/constraint.sdc <==
current_design alu_1_bit

set clk_period 1.6
set clk_io_pct 0.2

create_clock -name clk0 -period $clk_period

set non_clock_inputs [all_inputs -no_clocks]
set_input_delay [expr $clk_period * $clk_io_pct] -clock clk0 $non_clock_inputs
set_output_delay [expr $clk_period * $clk_io_pct] -clock clk0 [all_outputs]
==> run summary <==
The following summarizes the physical implementation.

Run status
The run finished, with violations left. The final reports fail on setup timing.

Floorplanning
The die area is 6400 um^2. 10 I/O pins were placed. Per the OpenROAD floorplan log, the height of the die is 80 um.

For reference, the placement row count at floorplan is 21. The area of the placeable core is 3420 um^2. The share of the core filled by cells before placement is 0.0476. The horizontal die dimension is 80 um.

Layout
The flow measured a signed area growth from synthesis to layout of 137%. The most common logic cells in the final layout are 7 x sky130_fd_sc_hd__buf_4, 5 x sky130_fd_sc_hd__buf_2. The share of layout cells above drive strength 1 is 0.622. The sequential cells in the finished layout cover a total of 0 um^2. The post-route core utilization is 0.113. The count of clock-net buffers in the final layout is 0. The post-layout instance area is 385 um^2.

The sequential cell count of the final layout is 0. Counting only logic cells after layout, the most numerous master is sky130_fd_sc_hd__buf_4.

Synth
Per Yosys stat, the portion of area used by sequential elements is 0. A synthesized cell averages 8.56 um^2. The post-synthesis chip area from yosys is 163 um^2.

The post-synthesis cell area is 163 um^2. The cell count after synthesis is 19. The count of instantiated cells in the yosys netlist is 19. Of the post-synthesis cell area, the dominant cell type holds 0.246. After synthesis, the netlist uses 15 different library cells.

The leading area contributor after synthesis is sky130_fd_sc_hd__fa_1. For reference, the top cells by area after synthesis are sky130_fd_sc_hd__fa_1 25%, sky130_fd_sc_hd__ha_1 15%, sky130_fd_sc_hd__inv_1 6.9%. For this run, the number of Yosys warnings is 1.

STA
The maximum operating frequency is 0.501 GHz. The relative slew slack is 0.840. The total setup violations reported at the end of the flow is 4.

The final critical-path setup slack is -0.395 ns. In the final report, the number of hold violations comes to 0. The actual transition at the worst max-transition pin is 0.239 ns.

In the final report, the number of pins over their slew limit comes to 0. Setup repair after global routing could not meet its margin everywhere. For the final routed database, the setup TNS stands at -1.06 ns.

The shortest clock period the worst path allows after layout is 2.00 ns. Post-route period utilization is reported as 1.25.

Placement
The placed wire-length estimate is 543 um. The worst slack at placement is -1.16 ns. The total placed instance area is 372 um^2. The buffer_ports step reported a buffer count of 10. RePlAce ended its routability-driven mode at a weighted congestion of 0.729.

Critical path
The start point of the critical path is B. The type of element capturing the critical path is an output pin. Walking the worst path, the cells encountered are buf_8 -> fa_1 -> mux2_4 -> o21ai_2 -> buf_4 -> o31a_1 -> buf_2. The required time of the worst setup path is 1.28 ns. The stage delay of the slowest cell on the critical path is 0.50 ns.

Data arrives at the worst endpoint at 1.68 ns. The kind of start point of the critical path is an input port. In this run the worst path has a maximum fanout of 2.

The critical path start-end classification is in2out. Looking at the critical path, the single cell with the biggest stage delay is sky130_fd_sc_hd__fa_1.

Run
The OpenROAD warning count is 38. The number of violations of the max-capacitance limit is 0.

Detailed routing
For this run, the detailed router's first-pass iteration total came to 2. The routed via count is 185. The mean number of vias per cell is 2.23.

The number of diodes added for antenna fixing is 0. Wires add up to 552 um. The number of remaining DRC errors is 0. The average routed wire per standard cell is 6.65 um.

In this run the remaining antenna-violating nets after routing total 0. Detailed-route iteration 0 reported a violation count of 1.

Global route
The via count of the first global-routing pass is 211. The first global-routing pass estimated 883 um of wire. Overall routing resource usage recorded by global route was 0.0171.

Entering global routing, the biggest net connects 6 pins. The number of antenna violations at the first check in global routing is 0. The total overflow left after global routing is 0.

Pwr
Dividing total power by cell area gives a power density of 234 nW/um^2. The overall power consumption is 90.1 uW. The highest supply drop recorded on VDD is 0.0000244 V. The leakage power total is 0.000177 uW.

Clock network
After clock tree synthesis, the flow added hold-fix buffers numbering 0.

Worst hold path
The min-delay analysis places its worst path in the category in2out. Looking at hold timing, the worst path starts from B.
-- repair_timing --
item                                    4_1_cts  5_1_grt
pin swaps                                     5        4
setup buffers                                 3        0
endpoints found under the setup margin        4        4
gates resized                                34        2
-- Yosys cell counts --
cell and count:
sky130_fd_sc_hd__o21ai_2 1, sky130_fd_sc_hd__inv_2 1, sky130_fd_sc_hd__o31a_1 1, sky130_fd_sc_hd__nor3_1 1
sky130_fd_sc_hd__nor2_1 1, sky130_fd_sc_hd__fa_1 2, sky130_fd_sc_hd__buf_4 1, sky130_fd_sc_hd__mux2_2 1
sky130_fd_sc_hd__inv_1 3, sky130_fd_sc_hd__o211a_1 1, sky130_fd_sc_hd__nand2b_1 1, sky130_fd_sc_hd__nor3b_1 1
sky130_fd_sc_hd__a31oi_1 1, sky130_fd_sc_hd__o31ai_1 1, sky130_fd_sc_hd__ha_1 2
-- metrics by stage --
stage                     instances  hold WS [ns]
after floorplan                  19         0.653
after global placement           81          1.72
after detailed placement         81          1.72
after CTS                        83          1.18
after global routing             83          1.18
final                            83          1.15
-- worst max-delay path, delay by kind of cell --
kind,cells,cell delay [ns]
compound gates,2,0.26
fa+ha+maj,1,0.50
buf+inv,3,0.32
mux,1,0.29
-- layout make-up --
| type | count | area, um^2 |
|---|---|---|
| Fill cell | 406 | 3030 |
| Timing Repair Buffer | 19 | 159 |
| Multi-Input combinational cell | 14 | 151 |
| Tap cell | 46 | 57.6 |
| Inverter | 4 | 17.5 |
-- report_power, final --
group / leakage (uW) / switching, uW / total (uW) / internal, uW
Sequential: 0 / 0 / 0 / 0
Clock: 0 / 0 / 0 / 0
Combinational: 0.000177 / 32.8 / 90.1 / 57.3
-- cells by family after synthesis --
kind of cell             Yosys count  share of synthesized area
AND/OR/NAND/NOR                    4                      0.138
adder cells (fa/ha/maj)            4                      0.400
buffers and inverters              5                      0.138
AND-OR/OR-AND                      5                      0.254
multiplexers                       1                     0.0692
-- layer usage --
| layer | up-vias | GRT usage | wire, um |
|---|---|---|---|
| met4 | 0 | 0 | 0 |
| met1 | 84 | 0.0120 | 138 |
| met2 | 0 | 0.0449 | 414 |
| li1 | 101 | - | - |
| met5 | - | 0 | 0 |
| met3 | 0 | 0 | 0 |
-- path summary, 6_finish.rpt --
| kind | endpoint | depth (start not counted) |
|---|---|---|
| worst max-delay path | P | 7 |
| worst min-delay path | Cout | 5 |
Power and IR drop assume default switching activity.
