==> ./design.v <==
module bcd_dec (
    input wire [0:3] i,
    output wire [9:0] o
);
reg [9:0] o_reg;
always @* begin
    o_reg = 0;
    o_reg[i]=1;    
end
assign o = o_reg; 
endmodule
==> ./run.sh <==
#!/bin/bash
# OpenROAD 26Q1-2900-gdf79404cd8, Yosys 0.63+post, stock flow scripts
make -C /OpenROAD-flow-scripts/flow DESIGN_CONFIG=/design/flow/config.mk WORK_HOME=/design/flow/orfs finish
==> ./config.mk <==
export PLATFORM = sky130hd
export DESIGN_NAME = bcd_dec
export DESIGN_NICKNAME = bcd_dec
export VERILOG_FILES = /design/flow/design.v
export SDC_FILE = /design/flow/constraint.sdc
export NUM_CORES = 4
export LEC_CHECK = 1
export CORE_AREA = 10 10 70 70
export DIE_AREA = 0 0 80 80
==> ./constraint.sdc <==
current_design bcd_dec

set clk_period 1.0
set clk_io_pct 0.2

create_clock -name clk0 -period $clk_period

set non_clock_inputs [all_inputs -no_clocks]
set_input_delay [expr $clk_period * $clk_io_pct] -clock clk0 $non_clock_inputs
set_output_delay [expr $clk_period * $clk_io_pct] -clock clk0 [all_outputs]
==> summary.txt <==
run metrics: count of antenna diodes in the layout=0, Post-Syn Area per Cell=7.47 um^2, cell area after placement=482 um^2, number of design-rule violations left by the first detailed-router iteration=0, FFs & Latches=0, Slew Viols, Final=0, outcome=finished, violations left, Cell variety after synth=18, total of endpoints with negative setup slack in the final report=10, core box area=3420 um^2, Die H=80 um, Final period util=146%, pin count of the biggest net entering global routing=7, worst supply voltage drop on vdd=0.0000936 V, number of antenna violations at the first check in global routing=0, area taken by flip-flops and latches=0 um^2, area delta synth->final=185%, via count=346, critical path capture point type=primary output, post-synthesis cell type with the largest combined area=ha_1, final total negative setup slack=-3870 ps, site row count=21, max-capacitance violation count=0, setup repair after global routing missed its margin=true, mean routed wirelength per cell=9.90 um, tightest slew margin relative to the limit=81.1%, violations in the final reports=negative setup slack, number of cells on the worst hold path=4, worst min-delay path startpoint=i[3], fin cells=109, Hold Path Sink=o[8], Critical Path Start Type=input port, Post-Route Hold Slack=780 ps, die area=6400 um^2, Pwr Density=356 nW/um^2, maximum operating frequency=684 MHz, synthesized instance count=31, horizontal die size=80 um, total length of routed wires=1080 um, proportion of layout cells with a drive suffix above 1=77.8%, ranking of synthesized cells by area=ha_1 22%, nor2b_1 14%, a31oi_1 8.1%, nor3_1 6.5%, and2b_1 6.5%, number of global-route vias before repair=340, data required time at the worst endpoint=800 ps, post-DP HPWL=714 um, count of hold-fix buffers inserted at cts=0, All-Layer GR Usage=3.05%, Power Total=234 uW, placer's final routability congestion estimate=0.828, worst slew pin tran=284 ps, worst path arrival time=1260 ps, leakage power summed over all cells=0.000293 uW, Ys Warns=1, largest fanout of any net on the critical path=3, PortBufs=14, Clock buffer cells=0, Post-Syn Area=231 um^2, Worst Setup Slack, final=-462 ps, Dominant cell area share=21.6%, sum of overflow across all layers after global routing=0, Hold Crit Class=input port to primary output, chip area line of the yosys report=231 um^2, register area share after synthesis=0%, I/O pin count=14, DRC errors left=0, summed area of non-filler cells in the final layout=659 um^2, Crit Path Class=input port to primary output, vias per inst=3.17, total placed cells including tap cells=97, wire length of the first global-routing pass=1660 um, remaining antenna violation count after routing=0, clock period minus worst slack=1460 ps, count of tool warnings=38, starting density of the core=6.78%, Final Hold Violating Endpoints=0, cells in synth_stat.txt=31, first drt pass iteration count=1
## Yosys cell counts
library cell,count
nor2b_1,5
ha_1,4
a31oi_1,3
nor3_1,3
and2b_1,2
inv_1,2
a211o_1,1
a21boi_2,1
a21oi_1,1
and3_1,1
and3b_2,1
buf_6,1
nand3_1,1
nor2_1,1
nor3b_1,1
o21ai_0,1
or3_4,1
xor2_1,1
## report_power, final
group	total (uW)	switching, uW	internal (uW)	leakage, uW
Clock	0	0	0	0
Sequential	0	0	0	0
Combinational	234	96.2	138	0.000293
## critical path, cell delays in order
cell and delay, ps:
buf_6 90, or3_4 410, a211o_1 300, a21boi_2 140, buf_2 110
## metrics by stage
step / util, % / setup WS, ps
global route: 19.3 / -502
floorplan: - / -198
CTS: 18.1 / -486
global placement: 14.1 / -1280
detailed placement: 14.1 / -1320
finish: 19.3 / -462
## area by class of cell
class	instances	area [um^2]
Fill cell	384	2760
Multi-Input combinational cell	28	314
Timing Repair Buffer	33	275
Tap cell	46	57.6
Inverter	2	12.5
## layer usage
layer	track usage (%)	wire, um
met5	0	0
met4	0	0
met3	0.909	71
met2	5.14	508
met1	3.96	499
## placed cells by master (no fill, tap or decap)
| master | Yosys | final |
|---|---|---|
| and2b_1 | 2 | 2 |
| a21boi_2 | 1 | 1 |
| xor2_1 | 1 | 1 |
| inv_4 | 0 | 2 |
| a21oi_2 | 0 | 1 |
| nor2b_4 | 0 | 1 |
| o21ai_2 | 0 | 1 |
| buf_2 | 0 | 10 |
| or3_4 | 1 | 1 |
| and3b_2 | 1 | 1 |
| nor2_4 | 0 | 1 |
| nor3b_4 | 0 | 1 |
| nand3_1 | 1 | 1 |
| nor2b_1 | 5 | 4 |
| nor3_2 | 0 | 1 |
| ha_4 | 0 | 1 |
| buf_4 | 0 | 10 |
| nor3_1 | 3 | 2 |
| a211o_1 | 1 | 1 |
| buf_8 | 0 | 1 |
| a31oi_4 | 0 | 3 |
| and3_4 | 0 | 1 |
| ha_1 | 4 | 3 |
| buf_6 | 1 | 12 |
## what timing repair did
action | in CTS | in global routing
pin swaps | 10 | 7
resized | 74 | 9
endpoints found under the setup margin | 10 | 10
setup buffers | 11 | 2
cloned | 0 | 0
## cell families (layout without fill, tap and decap cells)
| logic type | Yosys count | count (layout) | share of synthesized area [%] |
|---|---|---|---|
| simple gates | 16 | 16 | 45.4 |
| buf+inv | 3 | 35 | 8.11 |
| compound gates | 7 | 7 | 21.1 |
| xor+xnor | 1 | 1 | 3.78 |
| fa+ha+maj | 4 | 4 | 21.6 |
## worst max path at each step
stage     slack, ps  start  depth (start not counted)   end
4_1_cts        -490   i[0]                          5  o[9]
5_1_grt        -500   i[2]                          5  o[9]
6_report       -460   i[0]                          5  o[9]
Power and IR drop assume default switching activity.
